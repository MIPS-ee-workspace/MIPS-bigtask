## /design/flow/design.v

```verilog
`timescale 1ns/1ps
module ROM (addr,data,overflow);
input [30:0] addr;
output [31:0] data;
output overflow;
localparam ROM_SIZE = 160;
(* rom_style = "distributed" *) reg [31:0] ROM_DATA[ROM_SIZE-1:0];
assign data=(addr[30:2] < ROM_SIZE)?ROM_DATA[addr[30:2]]:32'b0;
assign overflow=(addr[30:2] >= ROM_SIZE)?1:0;
always@(*)
begin
ROM_DATA[0] <= 32'h08000003;
ROM_DATA[1] <= 32'h08000023;
ROM_DATA[2] <= 32'h0800002d;
ROM_DATA[3] <= 32'h3c104000;
ROM_DATA[4] <= 32'h2408f800;
ROM_DATA[5] <= 32'hae080000;
ROM_DATA[6] <= 32'hae080004;
ROM_DATA[7] <= 32'h24080003;
ROM_DATA[8] <= 32'hae080008;
ROM_DATA[9] <= 32'h0c000010;
ROM_DATA[10] <= 32'h8e04001c;
ROM_DATA[11] <= 32'h0c000010;
ROM_DATA[12] <= 32'h8e05001c;
ROM_DATA[13] <= 32'h00808020;
ROM_DATA[14] <= 32'h00a08820;
ROM_DATA[15] <= 32'h08000014;
ROM_DATA[16] <= 32'h8e080020;
ROM_DATA[17] <= 32'h31080008;
ROM_DATA[18] <= 32'h1008fffd;
ROM_DATA[19] <= 32'h03e00008;
ROM_DATA[20] <= 32'h0211082a;
ROM_DATA[21] <= 32'h10010003;
ROM_DATA[22] <= 32'h02308823;
ROM_DATA[23] <= 32'h10110004;
ROM_DATA[24] <= 32'h08000014;
ROM_DATA[25] <= 32'h02118023;
ROM_DATA[26] <= 32'h10100003;
ROM_DATA[27] <= 32'h08000014;
ROM_DATA[28] <= 32'h02001021;
ROM_DATA[29] <= 32'h0800001f;
ROM_DATA[30] <= 32'h02201021;
ROM_DATA[31] <= 32'h3c104000;
ROM_DATA[32] <= 32'hae02000c;
ROM_DATA[33] <= 32'hae020018;
ROM_DATA[34] <= 32'h08000022;
ROM_DATA[35] <= 32'hafbf000c;
ROM_DATA[36] <= 32'h0c000037;
ROM_DATA[37] <= 32'h27bd0010;
ROM_DATA[38] <= 32'h3c104000;
ROM_DATA[39] <= 32'h0c000040;
ROM_DATA[40] <= 32'h27bdfff0;
ROM_DATA[41] <= 32'h0c00003b;
ROM_DATA[42] <= 32'h8fbf000c;
ROM_DATA[43] <= 32'h275afffc;
ROM_DATA[44] <= 32'h03400008;
ROM_DATA[45] <= 32'hafbf000c;
ROM_DATA[46] <= 32'h0c000037;
ROM_DATA[47] <= 32'h27bd0010;
ROM_DATA[48] <= 32'h3c104000;
ROM_DATA[49] <= 32'h0c000043;
ROM_DATA[50] <= 32'h27bdfff0;
ROM_DATA[51] <= 32'h0c00003b;
ROM_DATA[52] <= 32'h8fbf000c;
ROM_DATA[53] <= 32'h275afffc;
ROM_DATA[54] <= 32'h03400008;
ROM_DATA[55] <= 32'hafb00000;
ROM_DATA[56] <= 32'hafb10004;
ROM_DATA[57] <= 32'hafb20008;
ROM_DATA[58] <= 32'h03e00008;
ROM_DATA[59] <= 32'h8fb00000;
ROM_DATA[60] <= 32'hafb10004;
ROM_DATA[61] <= 32'hafb20008;
ROM_DATA[62] <= 32'h03e00008;
ROM_DATA[63] <= 32'h03e00008;
ROM_DATA[64] <= 32'h33710001;
ROM_DATA[65] <= 32'h10110005;
ROM_DATA[66] <= 32'h08000089;
ROM_DATA[67] <= 32'h8e110010;
ROM_DATA[68] <= 32'h32310002;
ROM_DATA[69] <= 32'h1411fff9;
ROM_DATA[70] <= 32'h08000043;
ROM_DATA[71] <= 32'h8e120008;
ROM_DATA[72] <= 32'h2411fff9;
ROM_DATA[73] <= 32'h02519024;
ROM_DATA[74] <= 32'hae120008;
ROM_DATA[75] <= 32'h2412003f;
ROM_DATA[76] <= 32'hafb20000;
ROM_DATA[77] <= 32'h24120006;
ROM_DATA[78] <= 32'hafb20004;
ROM_DATA[79] <= 32'h2412005b;
ROM_DATA[80] <= 32'hafb20008;
ROM_DATA[81] <= 32'h2412004f;
ROM_DATA[82] <= 32'hafb2000c;
ROM_DATA[83] <= 32'h24120066;
ROM_DATA[84] <= 32'hafb20010;
ROM_DATA[85] <= 32'h2412006d;
ROM_DATA[86] <= 32'hafb20014;
ROM_DATA[87] <= 32'h2412007d;
ROM_DATA[88] <= 32'hafb20018;
ROM_DATA[89] <= 32'h24120007;
ROM_DATA[90] <= 32'hafb2001c;
ROM_DATA[91] <= 32'h2412007f;
ROM_DATA[92] <= 32'hafb20020;
ROM_DATA[93] <= 32'h2412006f;
ROM_DATA[94] <= 32'hafb20024;
ROM_DATA[95] <= 32'h24120077;
ROM_DATA[96] <= 32'hafb20028;
ROM_DATA[97] <= 32'h2412007c;
ROM_DATA[98] <= 32'hafb2002c;
ROM_DATA[99] <= 32'h24120039;
ROM_DATA[100] <= 32'hafb20030;
ROM_DATA[101] <= 32'h2412005e;
ROM_DATA[102] <= 32'hafb20034;
ROM_DATA[103] <= 32'h2412007b;
ROM_DATA[104] <= 32'hafb20038;
ROM_DATA[105] <= 32'h24120071;
ROM_DATA[106] <= 32'hafb2003c;
ROM_DATA[107] <= 32'h8e120014;
ROM_DATA[108] <= 32'h32520f00;
ROM_DATA[109] <= 32'h00128a42;
ROM_DATA[110] <= 32'h14110001;
ROM_DATA[111] <= 32'h24110008;
ROM_DATA[112] <= 32'h24120001;
ROM_DATA[113] <= 32'h1251000c;
ROM_DATA[114] <= 32'h00129040;
ROM_DATA[115] <= 32'h12510007;
ROM_DATA[116] <= 32'h00129040;
ROM_DATA[117] <= 32'h12510003;
ROM_DATA[118] <= 32'h309200f0;
ROM_DATA[119] <= 32'h00129102;
ROM_DATA[120] <= 32'h0800007f;
ROM_DATA[121] <= 32'h3092000f;
ROM_DATA[122] <= 32'h0800007f;
ROM_DATA[123] <= 32'h30b200f0;
ROM_DATA[124] <= 32'h00129102;
ROM_DATA[125] <= 32'h0800007f;
ROM_DATA[126] <= 32'h30b2000f;
ROM_DATA[127] <= 32'h00129080;
ROM_DATA[128] <= 32'h03b29020;
ROM_DATA[129] <= 32'h8e520000;
ROM_DATA[130] <= 32'h00118a00;
ROM_DATA[131] <= 32'h02328820;
ROM_DATA[132] <= 32'hae110014;
ROM_DATA[133] <= 32'h8e110008;
ROM_DATA[134] <= 32'h36310002;
ROM_DATA[135] <= 32'hae110008;
ROM_DATA[136] <= 32'h0800003f;
ROM_DATA[137] <= 32'h8e110020;
ROM_DATA[138] <= 32'h32310004;
ROM_DATA[139] <= 32'h1011fffd;
ROM_DATA[140] <= 32'h8e110018;
ROM_DATA[141] <= 32'h2011fffe;
ROM_DATA[142] <= 32'h0371d824;
ROM_DATA[143] <= 32'h0800003f;
end
integer i;
initial begin
	for (i=0;i<ROM_SIZE;i=i+1) begin
		ROM_DATA[i] <= 32'h0;
	end
end
endmodule
```

## /design/flow/constraint.sdc

```tcl
current_design ROM

set clk_period 5.4
set clk_io_pct 0.2

create_clock -name clk0 -period $clk_period

set non_clock_inputs [all_inputs -no_clocks]
set_input_delay [expr $clk_period * $clk_io_pct] -clock clk0 $non_clock_inputs
set_output_delay [expr $clk_period * $clk_io_pct] -clock clk0 [all_outputs]
```

## /design/flow/run.sh

```bash
#!/bin/bash
# OpenROAD 26Q1-2900-gdf79404cd8, Yosys 0.63+post, stock flow scripts
make -C /OpenROAD-flow-scripts/flow DESIGN_CONFIG=/design/flow/config.mk WORK_HOME=/design/flow/orfs finish
```

## /design/flow/config.mk

```make
export PLATFORM = sky130hd
export DESIGN_NAME = ROM
export DESIGN_NICKNAME = ROM
export VERILOG_FILES = /design/flow/design.v
export SDC_FILE = /design/flow/constraint.sdc
export NUM_CORES = 4
export LEC_CHECK = 1
export CORE_UTILIZATION = 50
```

==> Slide: Implementation Results <==
Run Summary

Floorplanning
  • Initial Util: 53.13%
  • Die height: approximately 85 µm
  • Die width: around 85 µm
  • Chip footprint: just over 7000 µm²
  • Num rows: 29
  • Io pins: 64
  • Core box area: 6495 µm²

Final layout
  • Flip-flops: 0
  • Dominant logic cell types in the final layout: buf_4 (110), nor2_1 (66), nand2_1 (60)
  • FF/Latch Area: 0 µm²
  • Syn-to-layout area delta: 40.17%
  • Most frequent logic cell in the layout: buf_4
  • Share of layout cells above drive strength 1: 20.80%
  • Post-Layout Cell Count: 779
  • Clock buf count: 0

Run status
  • Status: finished clean

Power and ir drop
  • P_sw: 182.6 µW
  • Logic pwr share: 100.0%
  • LEAKAGE: between 0.0015 and 0.002 µW
  • Pwr Density: 60.18 nW/µm²
  • Internal power: around 110 µW
  • Clock share of power: 0%
  • Switching part of the total: 62.73%
  • Sequential share of power: 0%
  • Peak supply drop: 0.09994 mV

Synth
  • Seq/Total Area, Yosys: 0%
  • # Cells Yosys: 600
  • Largest area contributor in the netlist: a21oi_1
  • Yosys stat area: 3451 µm²
  • Syn. warnings: 2
  • Area of the mapped netlist: between 3000 and 4000 µm²
  • Mean Syn Cell Area: 5.751 µm²
  • Biggest area cells: a21oi_1 (7.7%), nor2_1 (7.3%), o21ai_0 (6.8%), nand2_1 (6.5%), nor3_1 (4.5%)
  • Synthesized netlist cell count: roughly 600
  • Top cell area share: 7.687%
  • Cell Type Count: 69

Worst hold path
  • Hold Startpoint: addr[3]
  • Hold crit path type: in2out

Job
  • Tool warnings: 35
  • Max-cap violation count: 0

Detailed routing
  • Via count: slightly above 6000
  • TritonRoute pass-1 iters: 28
  • WL per Instance: 25.43 µm
  • WL final: 19810 µm
  • Routed Antenna Nets: 0
  • Iter 0 DRT Violations: 1481
  • Vias/cell: 7.748
  • ANT cells: 0
  • DRC: 0

Critical path
  • Critical Path Start Type: input port
  • CP arrival: approximately 4.2 ns
  • Worst setup path start: addr[2]
  • Max Fanout on Critical Path: 37
  • Crit Path Category: in2out
  • Data required time of the critical path: 4.32 ns
  • CP Capture Type: primary output

Global route
  • Vias in the first global route: 5549
  • Largest net degree at the start of global routing: 40
  • Initial antenna violation count: 0
  • First-pass GRT wire length: ~30000 µm
  • Grt total ovfl: 0
  • Total GRT Usage: 55.02%

Placed design
  • Routability cong.: between 1 and 1.5
  • Placed cell count: 776
  • I/O Buffers: 61
  • Hpwl dp: 13790 µm

STA
  • Worst hold slack: approximately 3.2 ns
  • Setup-failing EPs final: 0
  • Least-Margin Pin Slew: 0.9998 ns
  • Final Hold Fails: 0
  • Max transition margin: 33.21%
  • Fin crit share: a little over nine tenths
  • Fin. max-slew vios: 0
  • Max Freq: about 190 MHz
  • Minimum clock period: ~5.3 ns
  • RSZ-0062 raised after global routing: no
[power by group through the flow]
stage / Sequential, µW / Clock [µW] / Combinational, µW
4_1_cts: 0 / 0 / 265
5_1_grt: 0 / 0 / 300
6_report: 0 / 0 / 291
[final cells by class]
class	instances	area [µm²]
Inverter	3	11.26
Timing Repair Buffer	178	1562
Fill cell	525	1658
Multi-Input combinational cell	521	3168
Tap cell	77	96.34
[what timing repair did]
action | in CTS | in global routing
gates cloned | 1 | 0
hold endpoints to repair | 0 | 0
hold buffers | 0 | 0
setup buffers | 2 | 0
resized | 6 | 13
endpoints found under the setup margin | 27 | 30
pin swaps | 4 | 4
[worst max-delay path: stages]
cell and delay [ns]:
clkbuf_4 0.39, nor2b_1 0.48, a211oi_1 0.17, or4_4 0.54
or4_4 0.53, o21ai_4 0.22, bufbuf_16 0.32, a21oi_1 0.05
clkdlybuf4s50_1 0.43
[synthesized netlist by cell type, types with 8 or more instances]
cell,count
a31oi_1,24
nand2b_1,16
buf_2,23
o211ai_1,8
nor4_1,17
nor2_1,67
nor2b_1,11
nand3_1,18
clkbuf_1,41
nand4_1,8
o22ai_1,19
nand2_1,60
o21ai_0,47
a21oi_1,53
nor3_1,31
a211oi_1,15
[path summary, 6_finish.rpt]
path,endpoint,depth (start not counted)
setup / recovery,data[16],9
hold / removal,data[7],5
[per-layer routing]
layer,global-route usage (%),part of all wire (%),up-vias
met2,71.33,35,703
li1,-,-,2530
met4,32.51,10,2
met1,69.24,34,2566
met3,31.98,21,235
met5,4.895,0.13,-
[cell families (layout without fill, tap and decap cells)]
family | after synthesis | count (layout) | share of synthesized area (%)
simple gates | 277 | 277 | 42.06
xor+xnor | 5 | 5 | 1.269
buf+inv | 79 | 181 | 10.62
mux | 2 | 2 | 0.5802
other cells | 1 | 1 | 0.1087
compound gates | 236 | 236 | 45.36
[metrics by stage]
stage / cell area, µm² / worst slack (ns) / total power [µW] / utilization (%) / TNS (ns)
after floorplan: 3451 / 1.081 / 151.7 / - / 0
after global placement: 4726 / -0.04285 / 260.4 / 72.76 / -0.2219
after detailed placement: 4726 / -0.07766 / 261.4 / 72.76 / -0.6690
after CTS: 4781 / 0.02540 / 264.6 / 73.61 / 0
after global routing: 4837 / 0.07129 / 299.6 / 74.48 / 0
final: 4837 / 0.08511 / 291.1 / 74.48 / 0
Power figures rest on the tool's default switching activity, not on a simulated workload.
