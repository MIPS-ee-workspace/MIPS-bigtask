File: run.sh
#!/bin/bash
# OpenROAD 26Q1-2900-gdf79404cd8, Yosys 0.63+post, stock flow scripts
make -C /OpenROAD-flow-scripts/flow DESIGN_CONFIG=/design/flow/config.mk WORK_HOME=/design/flow/orfs finish
File: config.mk
export PLATFORM = sky130hd
export DESIGN_NAME = RegFile
export DESIGN_NICKNAME = RegFile
export VERILOG_FILES = /design/flow/design.v
export SDC_FILE = /design/flow/constraint.sdc
export NUM_CORES = 4
export LEC_CHECK = 1
export CORE_UTILIZATION = 50
File: constraint.sdc
current_design RegFile

set clk_period 10.6
set clk_io_pct 0.2

create_clock -name clk0 -period $clk_period [get_ports {clk}]

set non_clock_inputs [all_inputs -no_clocks]
set_input_delay [expr $clk_period * $clk_io_pct] -clock clk0 $non_clock_inputs
set_output_delay [expr $clk_period * $clk_io_pct] -clock clk0 [all_outputs]
File: design.v
`timescale 1ns/1ps
module RegFile (reset,clk,addr1,data1,addr2,data2,wr,addr3,data3, uart);
input reset,clk;
input wr;
input [4:0] addr1,addr2,addr3;
output [31:0] data1,data2;
input [31:0] data3;
input uart;
reg [31:0] RF_DATA[31:1];
integer i;
assign data1=(addr1==5'b0)?32'b0:RF_DATA[addr1];	 
assign data2=(addr2==5'b0)?32'b0:RF_DATA[addr2];
always@(negedge reset or posedge clk) begin
	if(~reset) begin
		for(i=1;i<32;i=i+1) RF_DATA[i]<=32'b0;
	end
	else begin
		if(wr && addr3) RF_DATA[addr3] <= data3;
		else if(uart==1) RF_DATA[27][0]<= 1'b1;	 
	end
end
endmodule
==> notes.md <==
This note records the results obtained with Yosys and OpenROAD.

CTS
The buffer depth of the longest clock path is 3. For reference, the clock transition at the flip-flops on the worst setup and hold paths is 0.06 ns. The clock drives 992 sinks. The count of hold-fix buffers inserted at cts is 0.

The total CTS buffers is about 110. Per the CTS log, the root buffer master is sky130_fd_sc_hd__clkbuf_16. The number of setup buffers added after CTS is 0. At the later pin of the worst-skew pair, clock insertion delay measures 0.72 ns. The maximum level of the CTS H-tree is 3. The clock tree from TritonCTS is built. The post-cts repair resize count is 0.

Drt
The aggregate routed wire length is approximately 280 mm. Per the detail_route report, routed wire per instance is about 45 um. After detailed routing, the number of remaining DRC violations is 0. Detailed-route iteration 0 reported a violation count of 7391. The first detailed-routing pass ran for 9 iterations. The count of vias placed by the detailed router is 48287. The count of nets left with antenna violations once routing finished came out at 0.

After detailed routing, the number of vias per cell comes to ~8.

Critical path
The data arrival time at the worst-slack endpoint is 6.81 ns. The script reports the combined buffer and inverter count of the critical path as 5. The signal on the critical path passes through clkdlybuf4s50_1 -> buf_4 -> and2b_4 -> buf_4 -> and2_2 -> buf_4 -> a22oi_1 -> and4_1 -> a31oi_1 -> clkdlybuf4s50_1.

The critical path's slowest stage uses the library cell sky130_fd_sc_hd__and2_2. The critical path is of the in2out type. The cell family contributing the most delay on the critical path is buffers and inverters. The launch point of the worst reg-to-reg path is RF_DATA[5][22]. The register-to-register path setup slack is 9.62 ns. The endpoint kind of the worst setup timing path is a primary output.

STA lists the maximum fanout along the critical path as 29. The timing report shows the most common cell along the critical path to be sky130_fd_sc_hd__buf_4. The worst register-to-register path depth is 1. The data required time at the worst endpoint is 8.48 ns.

The sort of element at the start of the critical path is a primary input. The critical path launch point is addr2[3]. The endpoint of the worst-slack reg-to-reg timing path is RF_DATA[5][22]. The timing report gives the biggest stage delay along the critical path as 0.78 ns.

Die
115 I/O pins were placed. According to the floorplan report, the die width is 324.2 um. After floorplanning, the core was divided into roughly 120 placement rows. The chip area is 105100 um^2. The area inside the core boundary is just over 100000 um^2.

The die boundary height is 324.2 um. The floorplan step records an initial core utilization of 0.5074.

Timing
The final-layout setup total negative slack is 0 ns. The fraction of the cycle the final worst path needs is 0.8426. Static timing analysis puts the maximum clock frequency at 0.1120 GHz. The tightest hold path in the finished design has a slack of approximately 0.52 ns.

Subtracting the final worst setup slack from the clock period gives between 8 and 9 ns. On the final layout, the worst clock skew is 0 ns. The final timing report gives a worst setup slack of about 1.7 ns. The final number of max-transition violations is 0. The number of hold-slack violations in the final timing report is 0. In this run the tightest slew margin relative to its limit is 0.2357. In the final report, the number of endpoints failing setup comes to 0. At the pin with the least slew margin, the transition time is 1.145 ns. Setup repair after global routing left no endpoint under its margin.

Placed design
The count of buffers added on input and output ports is 114. According to the dpl log, the detail-placed design has an HPWL of 169.8 mm. After its last routability iteration, the placer logged a weighted congestion of 1.116.

The setup slack after placement is 2.142 ns.

Power
Per the OpenROAD power report, leakage power amounts to 0.02509 uW. The worst vdd rail ir drop is 0.1474 mV. Power comes to 10980 uW. The areal power density over the cells is 187.2 nW/um^2.

Yosys
In this run, the synthesized area fraction spent on AND-OR/OR-AND gates is recorded as 0.1037. The area reported by Yosys stat is 51920 um^2. After synthesis, the share of flip-flops with an asynchronous set or reset is 1.000. Among all flip-flop cells after synthesis, the most frequent one is sky130_fd_sc_hd__dfrtp_1. The synthesis log from Yosys contains 2 warnings. The simple-gate share of the synthesized area is 0.1569. The largest family of logic cells by area is multiplexers.

The number of different library cells used by synthesis comes to 68. Of the total synthesized cell area, the portion taken by full adders, half adders and majority gates is 0. The total of flip-flops plus latches after synthesis is slightly below 1000.

The fraction of the yosys area taken by sequential cells is 0.4781. The number of standard cells reported by yosys is around 4700. Per the post-synthesis stats, the area per cell is roughly 11 um^2.

The xor-xnor portion of the synthesized cell area is 0. The synthesized design contains 0 enable-type register cells. The synthesized netlist occupies a cell area of approximately 52000 um^2. The gate count of the mapped netlist is between 4000 and 5000. For reference, the mux area share after synthesis is 0.2176.

Cells and area
The number of flip-flops in the largest register is 992. For this run, the share of the core covered by cells in the final layout is 0.5732. The register with the most flip-flops in the final layout is RF_DATA. Leaving out fill and tap cells, the most frequent cells in the layout are sky130_fd_sc_hd__dfrtp_1, sky130_fd_sc_hd__mux2_2, sky130_fd_sc_hd__nand3_1, sky130_fd_sc_hd__a22oi_1, sky130_fd_sc_hd__buf_4. Per the final layout report, the fraction of cells sized above drive strength 1 comes to 0.3251.

The registers reported with the highest flop counts are RF_DATA: 992 flops. Between the synthesized netlist and the finished layout, the area growth was recorded as 12.98%.

Run
Max-cap violations in this run came to 0. Across all stage logs, warnings added up to 37.

GRT
The aggregate global routing overflow is 0. The number of antenna violations at the first check in global routing is 25. The number of global-route vias before repair is around 47000. The global-route wire length before repair is approximately 380 mm. Entering global routing, the biggest net connects 125 pins. Summed over all routing layers, the global router reports a total usage of 0.5568.

Min path
For the worst min-delay path, the startpoint reported by OpenROAD is RF_DATA[13][10]. The terminating pin of the worst hold path is RF_DATA[13][10]. According to the hold report, the worst path is of the reg2reg type. The count of cells along the worst hold path is 1.

Outcome
The run finished with clean final reports.
[how the worst max path moves through the flow]
| stage | slack [ns] | cells past startpoint | endpoint |
|---|---|---|---|
| final | 1.67 | 10 | data2[8] |
| after global routing | 1.86 | 10 | data2[8] |
| after CTS | 2.11 | 10 | data2[8] |
[logic make-up after synthesis]
group / after synthesis
simple gates: 1449
flops: 992
mux: 1004
compound gates: 712
buf+inv: 535
[cells in the mapped netlist (all sizes together), types with 16 or more instances]
library cell  count  area share
and4             46      0.0078
a22oi           324       0.047
a31oi            66      0.0080
nor4             47      0.0059
nand3           693       0.067
nor3             37      0.0039
a22o             62       0.010
and2             47      0.0057
and3            184       0.022
nor2             48      0.0037
buf             243       0.023
nand2            64      0.0046
clkbuf          286       0.021
o21ai            16      0.0015
mux2            996        0.22
nand4           209       0.025
dfrtp           992        0.48
a222oi           41      0.0079
a2111oi          56      0.0097
a21oi            78      0.0075
[cell type report]
type | instances | area [um^2]
Sequential cell | 992 | 24820
Clock buffer | 155 | 3172
Tap cell | 1368 | 1712
Clock inverter | 45 | 540.5
Fill cell | 8504 | 43670
Multi-Input combinational cell | 3165 | 25230
Antenna cell | 25 | 62.56
Inverter | 6 | 22.52
Timing Repair Buffer | 368 | 3098
[report_power, final]
group	total, uW	internal, uW	switching, uW
clock	4010	2320	1690
combinational	1640	811	833
sequential	5320	4520	804
[per-stage QoR]
stage | instances | instance area [um^2]
2_1_floorplan | 4692 | 51920
3_3_place_gp | 5899 | 54880
3_5_place_dp | 5899 | 54880
4_1_cts | 6099 | 58590
5_1_grt | 6102 | 58600
6_report | 6124 | 58660
[metal layers]
metal  wire length [um]  global-route usage
met5               1046             0.07870
met2             105700              0.6953
met3              52880              0.4011
met1              92610              0.6816
met4              24820              0.3515
Power figures rest on the tool's default switching activity, not on a simulated workload.
